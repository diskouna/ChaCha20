<file path="./config.mk">
export PLATFORM = sky130hd
export DESIGN_NAME = onehot_counter
export DESIGN_NICKNAME = onehot_counter
export VERILOG_FILES = /design/flow/design.v
export SDC_FILE = /design/flow/constraint.sdc
export NUM_CORES = 4
export LEC_CHECK = 1
export CORE_UTILIZATION = 30
</file>
<file path="./run.sh">
#!/bin/bash
# OpenROAD 26Q1-2900-gdf79404cd8, Yosys 0.63+post, stock flow scripts
make -C /OpenROAD-flow-scripts/flow DESIGN_CONFIG=/design/flow/config.mk WORK_HOME=/design/flow/orfs finish
</file>
<file path="./constraint.sdc">
current_design onehot_counter

set clk_period 1.6
set clk_io_pct 0.2

create_clock -name clk0 -period $clk_period [get_ports {clk_i}]

set non_clock_inputs [all_inputs -no_clocks]
set_input_delay [expr $clk_period * $clk_io_pct] -clock clk0 $non_clock_inputs
set_output_delay [expr $clk_period * $clk_io_pct] -clock clk0 [all_outputs]
</file>
<file path="./design.v">
`default_nettype none
module onehot_counter #(
    parameter integer DATA_BITS = 32
)(
    input  wire                           clk_i,
    input  wire                           rst_i,
    input  wire                           init_i,
    input  wire                           incr_i,
    output reg [DATA_BITS-1 : 0]          counter_o
);
    always @(posedge clk_i)
        if(rst_i)        counter_o <= (1'b1 << 0);
        else if (init_i) counter_o <= (1'b1 << 0);
        else if (incr_i) counter_o <= (counter_o << 1);
endmodule
</file>
==> results.sh <==
# source this file to load flow results
export IMPL_wl_per_cell_um=10.30
export IMPL_ys_top_cells_by_count="dfxtp_1, mux2i_1, nor2_1"
export IMPL_power_density_nw_per_um2=981.3
export IMPL_slowest_delay_ns=0.48
export IMPL_most_common_cell="dfxtp_1"
export IMPL_cts_buffer_depth=2
export IMPL_grt_max_degree=33
export IMPL_antenna_found_initial=0
export IMPL_cts_buffers=5
export IMPL_drive_above_1_share_pct=8.392
export IMPL_cts_num_sinks=32
export IMPL_synth_cell_type_count=9
export IMPL_portBuffers=35
export IMPL_routed_via_density=4.162
export IMPL_htree_levels=2
export IMPL_top_area_share_pct=54.58
export IMPL_cts_root_buf="clkbuf_8"
export IMPL_r2r_end="counter_o[30]"
export IMPL_finalHoldViolCount=0
export IMPL_finalPower_w=0.001605
export IMPL_synth_seq_cells=32
export IMPL_post_dp_hpwl_um=1307
export IMPL_vias=795
export IMPL_timing_final_crit_share_pct=89.64
export IMPL_grt_pass1_vias=750
export IMPL_crit_fanout=3
export IMPL_postCtsSetupRepairBufs=0
export IMPL_rr_startpoint="counter_o[29]"
export IMPL_worst_pin_slew_ns=0.2193
export IMPL_die_height_um=64.55
export IMPL_status="finished clean"
export IMPL_hold_path_depth=2
export IMPL_fmax_mhz=697.2
export IMPL_chipArea_um2=4166
export IMPL_critPathTopFamily="buffers and inverters"
export IMPL_cp_num_buf_inv=1
export IMPL_grt_overflow=0
export IMPL_yosys_area_um2=1174
export IMPL_top_register="counter_o"
export IMPL_grt_pass1_wl_um=3387
export IMPL_reg_largest_list="counter_o: 32 flops"
export IMPL_ant_nets=0
export IMPL_post_cts_resize_count=0
export IMPL_crit_path_end_kind="output port"
export IMPL_yosysCellCount=105
export IMPL_crit_type="register to output port"
export IMPL_cp_cell_sequence="clkdlybuf4s50_1"
export IMPL_syn_area_um2=1174
export IMPL_core_rowCount=22
export IMPL_antenna_cells=0
export IMPL_cts_hold_buf=0
export IMPL_drc_errors=0
export IMPL_flop_cell="dfxtp_1"
export IMPL_async_flop_share_pct=0
export IMPL_first_pass_iters=2
export IMPL_syn2layout_area_growth_pct=39.34
export IMPL_drt_iter0_drc=32
export IMPL_yosys_stat_seqShare_pct=54.58
export IMPL_holdPathEnd="counter_o[31]"
export IMPL_fp_util_pct=31.58
export IMPL_fin_util_pct=44.01
export IMPL_clock_skew_ns=0.005093
export IMPL_clk_latency_ns=0.27
export IMPL_hp_class="register to register"
export IMPL_holdCritStartpoint="counter_o[31]"
export IMPL_drv_cap=0
export IMPL_grt_usage_pct=10.47
export IMPL_r2r_setup_slack_ns=0.96
export IMPL_ir_drop_uv=617.1
export IMPL_yosys_warnings=1
export IMPL_routed_wl_um=1968
export IMPL_cp_start_kind="register"
export IMPL_avgSynthCellArea_um2=11.18
export IMPL_whs_ns=0.5112
export IMPL_setup_viol=0
export IMPL_slew_headroom_pct=85.38
export IMPL_slew_violations=0
export IMPL_synthCells=105
export IMPL_warnings=25
export IMPL_largest_reg_flops=32
export IMPL_tritoncts="done"
export IMPL_place_congestion=0.6689
export IMPL_rsz0062_at_grt="false"
export IMPL_arrival_ns=1.11
export IMPL_synth_area_leader_cell="dfxtp_1"
export IMPL_dp_cells=183
export IMPL_p_leak_nw=0.6585
export IMPL_clkTransAtPathRegs_ns=0.06
export IMPL_core_um2=3716
export IMPL_topCellsByArea="dfxtp_1, mux2i_1, nor2_1, buf_6, a21o_1"
export IMPL_required_ns=1.28
export IMPL_edf_count=0
export IMPL_fin_crit_ns=1.434
export IMPL_reg2reg_depth=2
export IMPL_io_pins=36
export IMPL_fin_cells=191
export IMPL_die_w_um=64.55
export IMPL_tns_ns=0
export IMPL_cp_slowest_cell="clkdlybuf4s50_1"
per-layer routing:
| layer | vias up | GRT usage, % | share of wire, % |
|---|---|---|---|
| li1 | 416 | - | - |
| met1 | 353 | 16.09 | 49 |
| met2 | 24 | 14.87 | 44 |
| met3 | 2 | 3.393 | 5.7 |
| met4 | 0 | 1.667 | 0.61 |
| met5 | - | 0 | 0 |
final cells by class:
| cell class | count | area, um2 |
|---|---|---|
| Clock buffer | 6 | 72.57 |
| Timing Repair Buffer | 38 | 380.4 |
| Inverter | 1 | 3.754 |
| Clock inverter | 2 | 35.03 |
| Tap cell | 48 | 60.06 |
| Multi-Input combinational cell | 64 | 442.9 |
| Fill cell | 346 | 2081 |
| Sequential cell | 32 | 640.6 |
stage by stage:
stage                     setup slack (ns)  cell area, um2
final                               0.1658            1635
after global routing               0.09486            1635
after CTS                           0.1435            1635
after detailed placement            0.2413            1528
after global placement              0.2647            1528
after floorplan                     0.6647            1174
worst max-delay path by stage:
stage | start | end | slack, ns | depth (start not counted)
after global routing | counter_o[14] | counter_o[14] | 0.09 | 1
final | counter_o[0] | counter_o[0] | 0.17 | 1
after CTS | counter_o[2] | counter_o[2] | 0.14 | 1
power by group:
| part | internal (W) | switching, W |
|---|---|---|
| Sequential | 0.000799 | 0.00000237 |
| Clock | 0.000461 | 0.000272 |
| Combinational | 0.0000347 | 0.0000349 |
| Total | 0.00130 | 0.000309 |
cells in the final DEF (no fill, tap or decap), drive strengths merged:
master         count
a21o               1
buf                4
bufinv             1
clkbuf             6
clkdlybuf4s50     34
clkinv             1
dfxtp             32
inv                1
mux2i             31
nor2              31
or2                1
cells by family (layout without fill, tap and decap cells):
logic type	count (synthesis)	after routing	share of synthesized area (%)
buf+inv	9	47	7.676
compound gates	1	1	0.6399
simple gates	32	32	10.66
flops	32	32	54.58
mux	31	31	26.44
No activity file was given, so power comes from the tool's default toggle rates.
